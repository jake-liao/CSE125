## design/flow/config.mk

```make
export PLATFORM = sky130hd
export DESIGN_NAME = fifo
export DESIGN_NICKNAME = fifo
export VERILOG_FILES = /design/flow/design.v
export SDC_FILE = /design/flow/constraint.sdc
export NUM_CORES = 4
export LEC_CHECK = 1
export CORE_UTILIZATION = 30
```

## design/flow/constraint.sdc

```tcl
current_design fifo

set clk_period 11.5
set clk_io_pct 0.2

create_clock -name clk0 -period $clk_period [get_ports {clk}]

set non_clock_inputs [all_inputs -no_clocks]
set_input_delay [expr $clk_period * $clk_io_pct] -clock clk0 $non_clock_inputs
set_output_delay [expr $clk_period * $clk_io_pct] -clock clk0 [all_outputs]
```

## design/flow/design.v

```verilog
`timescale 1ns / 1ps
module fifo #(parameter WIDTH=64, parameter DEPTH=8)(input clk, res_n, shift_in, shift_out,
                                                    input [WIDTH-1:0] data_in,
                                                    output reg full, empty,
                                                    output [WIDTH-1:0] data_out);
    reg [WIDTH-1:0] in_bus [DEPTH-1:0]; 
    reg  s_in_bus [DEPTH-1:0];
    reg  s_out_bus [DEPTH-1:0];
    reg next_full, next_empty;
    wire full_bus [DEPTH-1:0];
    wire [WIDTH-1:0] out_bus [DEPTH-1:0]; 
    integer count = 0, next_count = 0;
    integer j;  
    assign data_out = out_bus[DEPTH - 1];
    genvar i;
    generate
        for(i=0; i<DEPTH; i=i+1) begin: STA
            if(i==0) begin   
                 stage #(.STAGEWIDTH(WIDTH)) TAIL (.clk(clk),
                                                .shift_in(s_in_bus[i]),
                                                .shift_out(s_out_bus[i]),
                                                .fifo_data(in_bus[i]),
                                                .prev_stage_data({WIDTH{1'b0}}),
                                                .stage_data(out_bus[i])); end
            else if(i<DEPTH-1) begin  
                stage # (.STAGEWIDTH(WIDTH)) Mid (.clk(clk),
                                                .shift_in(s_in_bus[i]),
                                                .shift_out(s_out_bus[i]),
                                                .fifo_data(in_bus[i]),
                                                .prev_stage_data(out_bus[i-1]),
                                                .stage_data(out_bus[i])); end
            else begin     
                 stage # (.STAGEWIDTH(WIDTH)) HEAD (.clk(clk),
                                                .shift_in(s_in_bus[i]),
                                                .shift_out(s_out_bus[i]),
                                                .fifo_data(in_bus[i]),
                                                .prev_stage_data(out_bus[i-1]),
                                                .stage_data(out_bus[i])); end
        end
    endgenerate
    always @(*) begin
        if (count == DEPTH) begin
            next_full = 1'b1; 
            next_empty = 1'b0;
        end
        else if (count == 0) begin
            next_full = 1'b0; 
            next_empty = 1'b1;
        end
        else begin
            next_full = 1'b0;
            next_empty = 1'b0;
        end
    end
    always @(posedge clk) begin
        full <= next_full;
        empty <= next_empty;
        case ({shift_in, shift_out, res_n})
            default: count <= 1'b0;
            3'bxx0: count <= 1'b0;
            3'b001:
                begin
                    for (j = 0; j < DEPTH; j = j+ 1) begin
                        in_bus[j] <= {WIDTH{1'b0}}; 
                        s_in_bus[j] <= 1'b0;
                        s_out_bus[j] <= 1'b0;
                    end
                    count <= count;
                end
            3'b011:
                begin
                    for (j = 0; j < DEPTH; j = j+ 1) begin
                        in_bus[j] <= {WIDTH{1'b0}}; 
                        s_in_bus[j] <= 1'b0;
                        if (j >= DEPTH - count) begin
                            s_out_bus[j] <= 1'b1;
                        end
                    end
                    count <= count - 1; 
                end
            3'b101: 
                begin
                    for (j = 0; j < DEPTH; j = j+ 1) begin
                        if(j == (DEPTH-count-1)) begin 
                            in_bus[j]<=data_in; 
                            s_in_bus[j] <= 1'b1; 
                            s_out_bus[j] <= 1'b0;end
                        else begin in_bus[j] <= {WIDTH{1'b0}}; 
                            s_in_bus[j] <= 1'b0; 
                            s_out_bus[j] <= 1'b0;
                        end
                    end
                    count <= count + 1; 
                end
            3'b111:
                begin
                    for (j = 0; j < DEPTH; j = j+ 1) begin
                        if(j == (DEPTH-count)) begin 
                            in_bus[j]<=data_in;
                            s_in_bus[j] <= 1'b1; 
                            s_out_bus[j] <= 1'b1;end
                        else if (j > DEPTH - count) begin
                            s_out_bus[j] <= 1'b1;end
                        else begin 
                            in_bus[j] <= {WIDTH{1'b0}}; 
                            s_in_bus[j] <= 1'b0; 
                        end
                    end
                    count <= count; 
                end
        endcase
    end
endmodule
module stage #(parameter STAGEWIDTH=64)(input clk, shift_in, shift_out,
                                        input [STAGEWIDTH-1:0] fifo_data, prev_stage_data,
                                        output [STAGEWIDTH-1:0] stage_data);    
    reg next_full;
    reg [1:0] sel, next_sel;
    reg [STAGEWIDTH-1:0] register_out;
    wire [STAGEWIDTH-1:0] register_in;
    localparam [1:0] HOLD = 2'b11;  
    localparam [1:0] SO = 2'b10;  
    localparam [1:0] SI = 2'b01;  
    localparam [1:0] ERR = 2'b00;  
    MUX #(.WIDTH(STAGEWIDTH)) multiplexor_0 (.HOLD_IN(register_out),
                                             .SI_IN(fifo_data),
                                             .SO_IN(prev_stage_data),
                                             .SEL(sel),
                                             .OUT(register_in) );
    always @(*) begin
        casex({shift_in, shift_out})
            default:  sel = HOLD;  
            2'b00:  sel = HOLD;  
            2'b01:  sel = SO;  
            2'b10:  sel = SI;  
            2'b11:  sel = SI;  
        endcase
    end
    always @(posedge clk) begin
        register_out <= register_in;
    end
    assign stage_data = register_out;
endmodule
module MUX #(parameter WIDTH=64) ( input [WIDTH-1:0] HOLD_IN,
                                        input [WIDTH-1:0] SI_IN,
                                        input [WIDTH-1:0] SO_IN,
                                        input [1:0] SEL,               
                                        output reg [WIDTH-1:0] OUT);
    localparam [1:0] HOLD = 2'b11;
    localparam [1:0] SI = 2'b01;
    localparam [1:0] SO = 2'b10;
    localparam [1:0] DEFT = 2'b00;
    always @ (*) begin
        case (SEL)
            default: OUT = SI_IN;
            HOLD: OUT = HOLD_IN;
            SI: OUT = SI_IN;
            SO: OUT = SO_IN;
            DEFT: OUT = SI_IN;
        endcase
    end
endmodule
```

## design/flow/run.sh

```bash
#!/bin/bash
# OpenROAD 26Q1-2900-gdf79404cd8, Yosys 0.63+post, stock flow scripts
make -C /OpenROAD-flow-scripts/flow DESIGN_CONFIG=/design/flow/config.mk WORK_HOME=/design/flow/orfs finish
```

==> run summary <==
Results of the implementation run.

The flow ran to the end, and the final reports show no timing, DRC or antenna violations. The number of global-route vias before repair is approximately 24,000. Dividing the synthesized area by the synthesized cell count gives 16.1 µm². The synthesized netlist occupies a cell area of 45,200 µm². The setup-violating endpoint count in the final report is 0.

The register clock-pin slew on the reported worst setup and hold paths came out at about 60 ps. After floorplanning, the core was sized to cover 149,000 µm². The script extracted a net switching power of around 2.1 mW. The critical path goes through clkdlybuf4s50_1, and2_1, buf_4, nand2b_1, buf_4, fa_1, a21o_1, a221oi_1, o211a_1, o21ai_0, nand3_1, nand4_1, a311oi_1, o21ai_0, xnor2_1, nor2_1. The layout-stage area growth over the synthesis result came out at 15.9%. The multiplexer fraction of the synthesized cell area is 11.2%. The first global-routing pass estimated between 150,000 and 200,000 µm of wire.

The count of buffers inserted at the top-level ports came out at 133. The part of the total power dissipated in the clock network is 36.9%. The number of synthesized register bits is 1,074.

The internal portion of the total power is 7.08 mW. The number of pins with negative max-slew slack in the final report is 0. The kind of cell with the highest combined delay along the critical path is AND-OR/OR-AND gates. Detailed-route iteration 0 reported a violation count of 1,135. The cell area power density came out at about 180 nW/µm². The synthesis area per yosys is 45,200 µm². Yosys mapped the design onto 84 distinct sky130hd cell types. The number of buffers added for setup after CTS is 0. The global route stage reports its total congestion overflow as 0. The die covers roughly 150,000 µm². Setup repair after global routing left no endpoint under its margin.

In this run the critical register-to-register path is launched from count[0]. The clock insertion delay at the later pin of the skew report came out at 690 ps. The worst path arrival time is 6920 ps. The floorplan row count came out at 141. The final timing report lists a hold violation count of 0. In this run the clock root is driven by a sky130_fd_sc_hd__clkbuf_16. In the final run the clock tree shows a worst skew of between 40 and 50 ps.

The pin count of the biggest net entering global routing came out at 57. The final routed DRC violation total came out at 0. The final core utilization is 35.2%. For reference, compound AND-OR and OR-AND cells occupy 3.55% of the area reported after synthesis. For this design, the sink count on the clock tree is 1,074. The pin slew with the least headroom to its limit is just over 900 ps. STA classifies the critical path startpoint as an input pin. CTS built an H-tree with a depth of 3. The number of buffers on the longest clock path came out at 3. The number of cell instances after yosys synthesis is 2,798. The OpenROAD warning count came out at 32.

The vertical die dimension is slightly below 400 µm. The initial antenna violation count came out at 13. Per the post-synthesis report, the number of cells in the design is 2,798. The worst pin sits at a relative slew slack of 37.7%. The sum of buffers and inverters on the critical path came out at 3. Combinational logic burns 10.8% of the power.

The sequential area share after synthesis is 71.4%. The minimum clock period after layout came out at 6480 ps. The iteration count of the initial detailed-routing pass is 5. The initial standard-cell utilization of the core is 30.4%.

The total number of vias is 23,100. The count of pins on the block boundary is roughly 130. The worst-case setup slack after placement came out at 4330 ps. Of the total synthesized cell area, the portion taken by XOR and XNOR cells is 0.987%.

Buffers inserted during clock tree synthesis total ~110. The routed length per placed instance came out at 19.7 µm. The number of nets still failing antenna checks after routing came out at 0. The number of enable-type register cells in the synthesized netlist came out at around 1,100. The synthesized-area fraction occupied by adder cells came out at about 1.1%. The achievable clock frequency came out at 154 MHz.

The global placement routability congestion came out at 0.858. The share of final-layout standard cells stronger than drive strength 1 came out at 23.1%. The required time at the worst endpoint is listed as about 12,000 ps. The largest incremental delay on the critical path came out at 760 ps. The share of flip-flops with an asynchronous set or reset after synthesis came out at 0%. For reference, the critical path is launched at res_n.

After Yosys synthesis, and, or, nand and nor cells account for 10.3% of the synthesized area. The yosys synthesis warning count is 9. STA lists the maximum fanout along the critical path as 33. The script extracted a total leakage power of 18.3 nW. Hold repair after CTS inserted 0 buffers. The startpoint of the lowest-slack hold path is in_bus[0][55].

The die width is 390 µm. The number of instances resized during post-cts repair came out at 0. The run reported a max-capacitance violation count of 0. The final period utilization is 56.3%.

The switching power share of the total came out at 23.1%. The final wirelength is between 90,000 and 100,000 µm. By area the synthesized netlist is led by sky130_fd_sc_hd__edfxtp_1 (71%), sky130_fd_sc_hd__mux2_2 (11%), sky130_fd_sc_hd__and2_1 (4.2%).

STA classifies the critical path endpoint as a flop. Overall power consumption after layout is estimated at 9.21 mW. The proportion of netlist area held by the largest area contributor is 71.3%. The combined global-route utilization of all metal layers came out at 13.9%. The worst setup slack after layout came out at 5020 ps. TritonCTS built the clock tree. The sequential cell fraction of total power is 52.3%. The most critical min-delay path falls under flop to flop. The half-perimeter wire length after detailed placement came out at approximately 59,000 µm. Among all stages on the critical path, the largest delay is contributed by sky130_fd_sc_hd__clkdlybuf4s50_1.

By area, the combinational part of the netlist is dominated by multiplexers. sky130_fd_sc_hd__edfxtp_1 takes more of the synthesized area than any other cell. The worst ir drop on vdd is 115 µV. In the synthesized netlist the dominant register cell turns out to be sky130_fd_sc_hd__edfxtp_1.

The total negative setup slack is 0 ps. The script logs the ratio of routed vias to standard cells as 4.57. The kind of critical path is input pin to flop.
-- worst paths after layout --
kind                                                to  slack, ps  cells after the start
setup / recovery                             count[26]       5020                     16
hold / removal    STA[0].genblk1.TAIL.register_out[55]        520                      1
setup reg to reg                         in_bus[4][42]       5390                     13
hold reg to reg   STA[0].genblk1.TAIL.register_out[55]        520                      1
-- synthesized netlist by cell type (all sizes together), types with 5 or more instances --
library cell  instances
a21boi               52
a21o                  8
a21oi                49
a22o                  7
a31oi                 6
a41o                  5
a41oi                 6
and2                301
and3                  8
buf                  20
clkbuf              118
edfxtp             1072
ha                   37
inv                  17
mux2                448
nand2                69
nand2b                6
nand3                22
nand4                11
nor2                137
nor2b               174
nor3                 30
nor4                 11
nor4b                 6
o211a                 6
o21ai                26
or2                  13
or3                   6
xnor2                32
xor2                 18
-- sequential cells by signal (all words and copies together), names as in the netlist --
| name | flops |
|---|---|
| STA.genblk1.TAIL.register_out | 64 |
| count | 32 |
| s_out_bus | 8 |
| STA.genblk1.genblk1.HEAD.register_out | 64 |
| in_bus | 512 |
| s_in_bus | 8 |
| empty | 1 |
| STA.genblk1.genblk1.Mid.register_out | 384 |
| full | 1 |
-- metal layers --
| layer | global-route usage (%) | up-vias | share of wire, % |
|---|---|---|---|
| li1 | - | 10800 | - |
| met1 | 18.7 | 11200 | 40 |
| met2 | 21.7 | 870 | 48 |
| met3 | 6.47 | 148 | 10 |
| met4 | 2.43 | 10 | 1.9 |
| met5 | 0 | - | 0.062 |
-- cell usage in the layout (no fill, tap or decap), types with 9 or more instances in the layout --
master	instances
sky130_fd_sc_hd__nand2_1	68
sky130_fd_sc_hd__o21ai_0	25
sky130_fd_sc_hd__clkinv_2	20
sky130_fd_sc_hd__nor2_1	135
sky130_fd_sc_hd__mux2_2	448
sky130_fd_sc_hd__buf_4	55
sky130_fd_sc_hd__edfxtp_1	1072
sky130_fd_sc_hd__nand3_1	21
sky130_fd_sc_hd__inv_1	17
sky130_fd_sc_hd__clkbuf_16	113
sky130_fd_sc_hd__nor4_1	9
sky130_fd_sc_hd__xor2_1	18
sky130_fd_sc_hd__clkbuf_1	20
sky130_fd_sc_hd__a21boi_0	47
sky130_fd_sc_hd__nand4_1	11
sky130_fd_sc_hd__clkinv_1	29
sky130_fd_sc_hd__ha_1	37
sky130_fd_sc_hd__nor2b_1	174
sky130_fd_sc_hd__nor3_1	29
sky130_fd_sc_hd__clkdlybuf4s50_1	133
sky130_fd_sc_hd__and2_1	299
sky130_fd_sc_hd__a21oi_1	47
sky130_fd_sc_hd__xnor2_1	31
-- cell type report --
cell class | instances | area (µm²)
multi-input combinational | 1569 | 12400
clock buffer | 133 | 2900
fill | 13900 | 96200
clock inverter | 67 | 526
sequential | 1074 | 32200
antenna | 3 | 7.51
timing repair buffer | 188 | 1740
inverter | 17 | 63.8
tap | 2002 | 2500
-- cell families after synthesis --
kind of cell,count (synthesis)
flops,1074
mux,451
fa+ha+maj,38
simple gates,813
buf+inv,155
compound gates,217
xor+xnor,50
-- metrics by stage --
stage          instances  hold slack, ps  instance area, µm²
3_5_place_dp        4850             510               48900
2_1_floorplan       2798             503               45200
3_3_place_gp        4850             506               48900
6_report            5053             517               52300
4_1_cts             5050             517               52300
5_1_grt             5052             525               52300
-- power groups by stage --
stage     registers, mW  logic (mW)  clock network (mW)
4_1_cts            4.82        1.00                3.50
5_1_grt            4.85        1.10                3.63
6_report           4.82       0.991                3.40
No activity file was given, so power comes from the tool's default toggle rates.
