$ cat run.sh
#!/bin/bash
# OpenROAD 26Q1-2900-gdf79404cd8, Yosys 0.63+post, stock flow scripts
make -C /OpenROAD-flow-scripts/flow DESIGN_CONFIG=/design/flow/config.mk WORK_HOME=/design/flow/orfs finish
$ cat config.mk
export PLATFORM = sky130hd
export DESIGN_NAME = multiplier_1
export DESIGN_NICKNAME = multiplier_1
export VERILOG_FILES = /design/flow/design.v
export SDC_FILE = /design/flow/constraint.sdc
export NUM_CORES = 4
export LEC_CHECK = 1
export CORE_UTILIZATION = 50
$ cat constraint.sdc
current_design multiplier_1

set clk_period 12.9
set clk_io_pct 0.2

create_clock -name clk0 -period $clk_period [get_ports {clk}]

set non_clock_inputs [all_inputs -no_clocks]
set_input_delay [expr $clk_period * $clk_io_pct] -clock clk0 $non_clock_inputs
set_output_delay [expr $clk_period * $clk_io_pct] -clock clk0 [all_outputs]
$ cat design.v
`timescale 1ns / 1ps
module multiplier_1(
    input clk,
    input res_n,
    input start,
    output reg done,
    input [15:0] arg1,
    input [15:0] arg2,
    output reg [31:0] product
    );
    reg [1:0] state;
    integer count;
    always @(posedge clk) begin
        case (state)
            2'b00:
                if (start) begin         
                    state = 2'b01;
                end
                else begin               
                    product = 32'b0;
                    count = 0;
                    done = 1'b0;
                    state = 2'b00;
                end
            2'b01:
                if (count == arg2) begin  
                    state = 2'b10;
                end
                else begin                
                    product = product + arg1;
                    count = count + 1;
                    state = 2'b01;
                end
            2'b10:
                if (!res_n) begin        
                    state = 2'b00;
                end
                else begin               
                    done = 1'b1;
                    state = 2'b10;
                end
            2'b11:  state = 2'b00;       
            default:                     
                begin
                    product = 0;
                    count = 0;
                    done = 1'b0;
                    state = 2'b00;   
                end
        endcase
    end 
endmodule
==> flow_metrics.env <==
# implementation run metrics
export IMPL_rsz0062_at_grt="false"
export IMPL_skew_ps=10.2
export IMPL_p_leak_nw=1.97
export IMPL_areaGrowthSynthToFinish_pct=21.2
export IMPL_fa_ha_area_share_pct=5.27
export IMPL_ys_flops=67
export IMPL_cap_violations=0
export IMPL_top_cells_by_area="edfxtp_1, xor2_1, ha_1"
export IMPL_crit_required_ps=12970
export IMPL_yosys_warnings=1
export IMPL_finalSetupTns_ps=0
export IMPL_grt_pass1_wl_um=15800
export IMPL_simple_gate_share_pct=21.2
export IMPL_final_cell_mix="clkdlybuf4s50_1, edfxtp_1, nor2_1"
export IMPL_synth_cell_type_count=59
export IMPL_layout_top_cell="clkdlybuf4s50_1"
export IMPL_synth_cells=442
export IMPL_top_logic_kind="simple AND/OR/NAND/NOR gates"
export IMPL_critPathLaunchType="input port"
export IMPL_synthFlopType="edfxtp_1"
export IMPL_die_h_um=96.0
export IMPL_drtAntennaViolNets=0
export IMPL_status="finished, final reports clean"
export IMPL_grt_pass1_vias=3397
export IMPL_ctsResizeCount=0
export IMPL_critical_path_class="input port to flop"
export IMPL_core_region_area_sq_um=8380
export IMPL_edf_count=65
export IMPL_ys_cells=442
export IMPL_xor_area_share_pct=10.5
export IMPL_period_needed_ps=5160
export IMPL_drt_iter0_markers=132
export IMPL_drive_gt1_share_pct=6.24
export IMPL_dp_slack_ps=7420
export IMPL_slew_limit_headroom_pct=36.8
export IMPL_crit_arrival_ps=5240
export IMPL_antenna_found_initial=0
export IMPL_p_per_area_nw_per_um2=189
export IMPL_slew_viol_final=0
export IMPL_yosys_area_sq_um=4420
export IMPL_synth_area_per_cell_sq_um=10.0
export IMPL_grt_usage_pct=23.4
export IMPL_cts_max_path_buffers=2
export IMPL_clock_root_buffer="clkbuf_8"
export IMPL_synthMuxAreaShare_pct=0.227
export IMPL_path_clk_slew_ps=70
export IMPL_cts_sinks=67
export IMPL_max_freq_ghz=0.194
export IMPL_floorplan_core_util_pct=52.7
export IMPL_die_w_um=96.0
export IMPL_wire_per_inst_um=15.6
export IMPL_hold_violations=0
export IMPL_htree_levels=3
export IMPL_drc=0
export IMPL_async_reset_ff_share_pct=0
export IMPL_wl_um=9610
export IMPL_syn_area_sq_um=4420
export IMPL_tritoncts="built"
export IMPL_warning_count=26
export IMPL_clock_latency_ps=340
export IMPL_avgViaCountPerCell=5.87
export IMPL_rrSetupSlack_ps=10010
export IMPL_num_vias=3626
export IMPL_setup_violations=0
export IMPL_portBuffers=67
export IMPL_hold_buffers=0
export IMPL_gp_congestion=0.870
export IMPL_dr_pass1_iters=4
export IMPL_postCtsSetupBuffers=0
export IMPL_fillers=686
export IMPL_grt_max_degree=44
export IMPL_synthAoiAreaFrac_pct=14.8
export IMPL_ir_drop_mv=0.115
export IMPL_numCtsBuffers=9
export IMPL_antenna_cells=0
export IMPL_yosys_area_top_type="edfxtp_1"
export IMPL_cp_max_fo=4
export IMPL_dpl_hpwl_um=6650
export IMPL_fin_ws_ps=7740
export IMPL_whs_ps=603
export IMPL_min_path_type="flop to flop"
export IMPL_endpoint_kind="flop"
export IMPL_grt_overflow_total=0
export IMPL_top_cell_area_share_pct=44.2
export IMPL_fin_crit_sh_pct=40.0
export IMPL_yosysSeqAreaShare_pct=45.1
export IMPL_worstMarginPinSlew_ps=942
export IMPL_ios=68
export IMPL_die_area_sq_um=9220
export IMPL_rows=33
## area by class of cell
class	count	area [sq um]	area share (%)
timing repair buffer	69	686	12.8
multi-input combinational	347	2310	43.1
clock inverter	5	53.8	1.00
inverter	14	52.6	0.981
sequential	67	1990	37.2
clock buffer	11	131	2.45
tap	105	131	2.45
## cell families after synthesis
kind of cell / count (synthesis)
buffers and inverters: 28
XOR/XNOR: 53
AND-OR/OR-AND: 93
AND/OR/NAND/NOR: 182
adder cells (fa/ha/maj): 18
multiplexers: 1
flip-flops: 67
## per-stage QoR
| step | utilization (%) | total power [W] | std cells | cell area (sq um) |
|---|---|---|---|---|
| after floorplan | - | 0.000679 | 442 | 4420 |
| after global placement | 61.7 | 0.000837 | 602 | 5170 |
| after detailed placement | 61.7 | 0.000841 | 602 | 5170 |
| after CTS | 63.9 | 0.00102 | 618 | 5360 |
| after global routing | 63.9 | 0.00109 | 618 | 5360 |
| final | 63.9 | 0.00101 | 618 | 5360 |
## path summary, 6_finish.rpt
check	startpoint	endpoint	cells after the start
worst min-delay path	state[0]	state[0]	1
worst max-delay path	arg1[0]	product[14]	9
worst min register to register	state[0]	state[0]	1
worst max register to register	product[0]	product[14]	8
## routing by layer
layer / global-route usage (%) / routed length (um) / vias to the layer above
li1: - / - / 1799
met1: 39.6 / 4690 / 1722
met2: 34.3 / 4200 / 98
met3: 5.54 / 648 / 7
met4: 1.87 / 73 / 0
met5: 0 / 0 / -
## report_power, final
part | leakage [nW] | total (W) | internal [W] | switching (W)
Combinational | 1.14 | 0.000431 | 0.000224 | 0.000207
Sequential | 0.740 | 0.000410 | 0.000335 | 0.0000751
Clock | 0.0971 | 0.000170 | 0.0000888 | 0.0000808
Total | 1.97 | 0.00101 | 0.000648 | 0.000363
## synthesized netlist by cell type, types with 6 or more instances
library cell	n
edfxtp_1	65
nor2_1	56
xor2_1	34
a21oi_1	29
nand2_1	26
nand4_1	20
xnor2_1	19
ha_1	17
nand3_1	16
inv_1	14
o21ai_0	14
nor3_1	13
clkbuf_1	8
nor4_1	8
and4_1	7
o211ai_1	7
or3_1	7
a21o_1	6
and2_1	6
## sequential cells by signal, summed over array words and instances, names as in the netlist
register and cells:
count 32, state 2, product 32, done 1
## worst max-delay path: stages
cell and delay (ps):
clkdlybuf4s50_1 410, ha_1 230, fa_1 400, a21o_1 230
a221oi_2 460, o21bai_1 110, a2111oi_0 560, o31a_1 210
nor3_1 50
Power figures rest on the tool's default switching activity, not on a simulated workload.
