===== design/flow/run.sh =====
#!/bin/bash
# OpenROAD 26Q1-2900-gdf79404cd8, Yosys 0.63+post, stock flow scripts
make -C /OpenROAD-flow-scripts/flow DESIGN_CONFIG=/design/flow/config.mk WORK_HOME=/design/flow/orfs finish

===== design/flow/config.mk =====
export PLATFORM = sky130hd
export DESIGN_NAME = multiplier_4
export DESIGN_NICKNAME = multiplier_4
export VERILOG_FILES = /design/flow/design.v
export SDC_FILE = /design/flow/constraint.sdc
export NUM_CORES = 4
export LEC_CHECK = 1
export CORE_UTILIZATION = 50

===== design/flow/constraint.sdc =====
current_design multiplier_4

set clk_period 17.3
set clk_io_pct 0.2

create_clock -name clk0 -period $clk_period [get_ports {clk}]

set non_clock_inputs [all_inputs -no_clocks]
set_input_delay [expr $clk_period * $clk_io_pct] -clock clk0 $non_clock_inputs
set_output_delay [expr $clk_period * $clk_io_pct] -clock clk0 [all_outputs]

===== design/flow/design.v =====
`timescale 1ns / 1ps
module multiplier_4(
    input clk,
    input res_n,
    input start,
    output reg done,
    input [15:0] arg1,
    input [15:0] arg2,
    output reg [31:0] product
    );
    reg [1:0] state;
    integer count;
    always @(posedge clk) begin
        case (state)
            2'b00:
                if (start) begin                 
                    state = 2'b01;
                end
                else begin                       
                    product = 32'b0;
                    count = 0;
                    done = 1'b0;
                    state = 2'b00;
                end
            2'b01:
                if (count == arg2) begin         
                    state = 2'b10;
                end
                else if(4 <= arg2 - count)begin   
                    product = product + arg1*4;
                    count = count + 4;
                    state = 2'b01;
                end
                else begin                       
                    product = product + arg1*(arg2 - count);
                    count = count + (arg2 - count);
                    state = 2'b01;
                end
            2'b10:
                if (!res_n) begin                
                    state = 2'b00;
                end
                else begin                       
                    done = 1'b1;
                    state = 2'b10;
                end
            2'b11: state = 2'b00;                
            default:                             
                begin                       
                    product = 0;
                    count = 0;
                    done = 1'b0;
                    state = 2'b00;   
                end
        endcase
    end 
endmodule

==> run_results.csv <==
group,metric,value,unit
synth,ys_seq_share,9.91,%
synth,top_area_cell,"fa_1",
synth,syn_avg_cell_area,8.48,µm²
placed_design,portBuffers,67,
final_timing,maxSlewHeadroom,26.7,%
final_timing,finalSetupViolCount,0,
min_path,hp-class,"flop to flop",
synth,synth-edff-count,65,
detailed_routing,routedWlPerCell,19.2,µm
final_timing,max_freq,79.0,MHz
floorplan,dieArea,41000,µm²
final_timing,final_max_slew_viol_count,0,
critical_path,r2r_setup_slack,7.85,ns
synth,synthTopCellsByCount,"483 x inv_1, 337 x fa_1, 210 x nand2_1",
grt,grt_overflow,0,
synth,synth.most_common_cell,"inv_1",
placed_design,gp_congestion,0.908,
synth,ys_async_sr_fraction,0,%
run,maxCapViolations,0,
final_timing,rsz0062_at_grt,"no",
clock_network,path_clk_slew,0.08,ns
detailed_routing,wl,55800,µm
clock_network,cts_buffers,9,
floorplan,fp-row-count,73,
placed_design,hpwl,42800,µm
synth,syn_inst,2370,
clock_network,cts_tree,"yes",
run,warnings,26,
final_timing,fin_ws,4.64,ns
grt,grt_pass1_wl,91500,µm
clock_network,cts_resized,0,
floorplan,die_y,203,µm
critical_path,startpoint_type,"input pin",
detailed_routing,drc,0,
clock_network,clockRootBuffer,"clkbuf_16",
finish,drive_gt1_share,3.61,%
grt,grt_max_degree,37,
detailed_routing,drt_iter0_drc,772,
finish,syn_to_final_growth,7.87,%
detailed_routing,dr.pass1.iters,5,
min_path,whs_path_depth,1,
floorplan,core,39700,µm²
status,status,"completed",
critical_path,r2r_start,"count[0]",
clock_network,clk_latency,0.40,ns
critical_path,cp_max_fo,16,
synth,netlist_area,20100,µm²
clock_network,ctsHoldBuffers,0,
final_timing,min_period_over_period,73.2,%
synth,synth.distinct_cells,69,
critical_path,endpoint_kind,"flop",
detailed_routing,via_per_inst,5.43,
final_timing,skew,0.0224,ns
grt,first_global_vias,16600,
min_path,hold_end,"state[1]",
synth,area_leaders,"fa_1 34%, edfxtp_1 9.7%, inv_1 9.0%",
floorplan,fp_util,50.6,%
final_timing,tns,0,ns
synth,top_area_share,33.6,%
floorplan,die_w,203,µm
critical_path,cp_common_cell,"fa_1",
critical_path,startpoint,"arg2[0]",
critical_path,cp_slowest_cell,"a311o_1",
critical_path,rr_endpoint,"product[30]",
finish,final_cell_count_no_fill,2911,
floorplan,io_pins,68,
critical_path,path_class,"input pin to flop",
synth,synth_stat.cells,2370,
clock_network,cts_max_path_buffers,2,
detailed_routing,dr_total_vias,15800,
grt,antenna_found_initial,1,
detailed_routing,route.antenna.remaining_nets,0,
placed_design,placedCellCount,2894,
grt,grt_use_total,30.8,%
clock_network,cts.htree.levels,3,
synth,ys_seq_elements,67,
critical_path,cp.required,17.41,ns
critical_path,slowest_delay,0.55,ns
placed_design,pre_cts_slack,4.30,ns
critical_path,arrival,12.77,ns
min_path,holdCritStartpoint,"state[1]",
critical_path,r2r_cells,31,
synth,ys_warn_count,1,
final_timing,hold_viol,0,
clock_network,cts_setup_buffers,0,
final_timing,tightestPinTransition,1.09,ns
synth,synth-area-yosys,20100,µm²
clock_network,clkSinkCount,67,
final_timing,fin_crit,12.66,ns
synth,flop_cell,"edfxtp_1",
==> cells by family after synthesis <==
family / share of synthesized area [%]
buf+inv: 11.4
compound gates: 9.65
flops: 9.91
fa+ha+maj: 41.6
simple gates: 20.1
xor+xnor: 6.45
mux: 0.877
==> sequential cells by signal, indices dropped and copies added, names as in the netlist <==
register  cells
count        32
done          1
product      32
state         2
==> cell type report <==
class                   instances  area (µm²)
diodes                          1        2.50
clock buffers                  11         243
clock inverters                 5        86.3
fillers                      3615       18000
inverters                     483        1810
multi-input cells            1707       15900
flip-flops and latches         67        1990
well taps                     525         657
repair buffers                112        1010
==> worst max path at each step <==
| stage | to | slack, ns | cells past startpoint |
|---|---|---|---|
| final | product[30] | 4.64 | 33 |
| after global routing | product[30] | 4.06 | 33 |
| after CTS | product[30] | 4.67 | 33 |
==> placed cells by master (no fill, tap or decap), types with 9 or more instances in the layout <==
master and count:
a31oi_1 15, xor2_1 45, nand4_1 21, xnor2_1 97
nor4_1 11, a21o_1 28, nor2_1 113, clkdlybuf4s50_1 67
a21oi_1 101, ha_1 130, o21ai_0 42, nor2b_1 89
nand3_1 41, and3_1 17, o21a_1 9, and2_1 107
mux2i_1 12, nand2_1 210, buf_4 45, edfxtp_1 65
o21bai_1 11, clkbuf_16 9, nand2b_1 82, nor3_1 39
fa_1 337, a211oi_1 34, inv_1 483
==> worst max-delay path, delay by kind of cell <==
family                   cells  cell delay, ns
adder cells (fa/ha/maj)     10            4.65
buffers and inverters        6            0.72
AND/OR/NAND/NOR              5            1.15
AND-OR/OR-AND               11            2.63
XOR/XNOR                     1            0.15
==> stage by stage <==
| stage | util (%) | hold slack [ns] | instance area, µm² |
|---|---|---|---|
| after floorplan | - | 0.492 | 20100 |
| after global placement | 53.8 | 0.527 | 21400 |
| after detailed placement | 53.8 | 0.534 | 21400 |
| after CTS | 54.6 | 0.552 | 21700 |
| after global routing | 54.6 | 0.600 | 21700 |
| final | 54.6 | 0.550 | 21700 |
==> layer usage <==
layer  GRT usage (%)  vias to the layer above  share of wire, %
met4            6.18                        0               2.3
met1            46.9                     7783                43
met5               0                        -                 0
met3            8.84                       60               8.3
met2            46.7                      495                46
li1                -                     7465                 -
